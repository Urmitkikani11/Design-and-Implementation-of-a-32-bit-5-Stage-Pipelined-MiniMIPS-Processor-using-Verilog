## /design/flow/run.sh

```bash
#!/bin/bash
# OpenROAD 26Q1-2900-gdf79404cd8, Yosys 0.63+post, stock flow scripts
make -C /OpenROAD-flow-scripts/flow DESIGN_CONFIG=/design/flow/config.mk WORK_HOME=/design/flow/orfs finish
```

## /design/flow/config.mk

```make
export PLATFORM = sky130hd
export DESIGN_NAME = Hazard_Unit
export DESIGN_NICKNAME = Hazard_Unit
export VERILOG_FILES = /design/flow/design.v
export SDC_FILE = /design/flow/constraint.sdc
export NUM_CORES = 4
export LEC_CHECK = 1
export CORE_AREA = 10 10 81 81
export DIE_AREA = 0 0 91 91
```

## /design/flow/constraint.sdc

```tcl
current_design Hazard_Unit

set clk_period 3.0
set clk_io_pct 0.2

create_clock -name clk0 -period $clk_period

set non_clock_inputs [all_inputs -no_clocks]
set_input_delay [expr $clk_period * $clk_io_pct] -clock clk0 $non_clock_inputs
set_output_delay [expr $clk_period * $clk_io_pct] -clock clk0 [all_outputs]
```

## /design/flow/design.v

```verilog
`timescale 1ns/1ps
module Hazard_Unit (
    input wire RegWriteM, RegWriteW, MemtoRegE, BranchD, RegWriteE, MemtoRegM, JumpD,
    input wire [4:0] RsE, RtE, RsD, RtD, WriteRegM, WriteRegW, WriteRegE,
    output reg [1:0] ForwardAE, ForwardBE,
    output wire ForwardAD, ForwardBD, FlushE, StallD, StallF
);
    wire lwstall, branchstall;
    always @(*) begin
        ForwardAE = (RsE != 0 && RsE == WriteRegM && RegWriteM) ? 2'b10 :
                    (RsE != 0 && RsE == WriteRegW && RegWriteW) ? 2'b01 : 2'b00;
        ForwardBE = (RtE != 0 && RtE == WriteRegM && RegWriteM) ? 2'b10 :
                    (RtE != 0 && RtE == WriteRegW && RegWriteW) ? 2'b01 : 2'b00;
    end
    assign lwstall = ((RsD == RtE) || (RtD == RtE)) && MemtoRegE && (RtE != 0);
    assign branchstall = (BranchD && RegWriteE && ((WriteRegE == RsD) || (WriteRegE == RtD)) && (WriteRegE != 0)) ||
                         (BranchD && MemtoRegM && ((WriteRegM == RsD) || (WriteRegM == RtD)) && (WriteRegM != 0));
    assign ForwardAD = (RsD != 0) && (RsD == WriteRegM) && RegWriteM;
    assign ForwardBD = (RtD != 0) && (RtD == WriteRegM) && RegWriteM;
    assign StallF = lwstall || branchstall;
    assign StallD = lwstall || branchstall;
    assign FlushE = lwstall || branchstall;  
endmodule
```

==> reports/metrics.yaml <==
layout:
  flop_area_sq_um: 0
  stdcell_area_sq_mm: 0.00151
  flip_flops: 0
  n_clock_buffer: 0
  post_route_cells_drive_above_1_share_pct: 22.3
  syn2layout_area_growth_pct: 105
  logic_area_sq_um: 736
  final_instance_count_excl_fillers: 234
  filler_cell_count_in_the_final_layout: 512
  final_core_utilization_pct: 31.3
timing:
  slew_headroom_pct: 79.2
  period_used_pct: 98.3
  final_max_slew_viol_count: 0
  tightestPinTransition_ns: 0.312
  hold_viol: 0
  finalWorstSetupSlack_ns: 0.0504
  maxClockFrequency_mhz: 339
  min_period_ns: 2.95
  setup_viol: 0
synthesis:
  yosys.area.top_type_share_pct: 33.3
  synth.cellmix.simpleShare_pct: 25.5
  synth-area-yosys_sq_um: 736
  xor_xnor_cells_area_fraction_pct: 59.5
  synthTopLogicFamily: "XOR/XNOR gates"
  synthesis.yosys.warnings: 1
  post-synth-top-count-cell: "xnor2_1"
  postSynthCellCount: 103
  synth.cellmix.compoundShare_pct: 6.12
  top_cells_by_count: "xnor2_1 (28), xor2_1 (22), nand3_1 (6), nor3_1 (6)"
  yosysCellCount: 103
  cell_types_occupying_the_most_area_after_synthesis: "xnor2_1 (33%), xor2_1 (26%), or4_1 (5.1%)"
  syn-cell-area_sq_um: 736
  synthAdderAreaFrac_pct: 0
  ys_seq_share_pct: 0
  synth.distinct_cells: 19
  synth.mux.area_fraction_pct: 0
  postSynthAreaPerCell_sq_um: 7.14
  cell_type_with_the_highest_aggregate_area_in_the_netlist: "xnor2_1"
drt:
  drc: 0
  drt_iter0_markers: 26
  drtPass1Iterations: 3
  route.final.wire_length_mm: 3.16
  num_vias: 905
  wl_per_cell_um: 13.5
  final_antenna_net_count: 0
  post_drt_via_cell_ratio: 3.87
critical_path:
  critical_path_data_arrival_time_ns: 2.35
  critical-path-max-stage-delay_ns: 0.46
  cp_slowest_cell: "or4_1"
  cp-start-kind: "input port"
  crit_path_max_fanout: 3
  worstPathRequired_ns: 2.40
  worst-setup-path-type: "input port to output port"
  critical_path.n_buffers_inverters: 2
  timing.critical_path.max_delay_family: "simple AND/OR/NAND/NOR gates"
  critPathCaptureType: "output port"
  timing.critical_path.from: "WriteRegE[3]"
  cp_cell_sequence: "clkdlybuf4s50_1 > or4_1 > o211ai_1 > a21oi_1 > or3_4 > dlygate4sd2_1"
global_route:
  grt_util_all_layers_pct: 7.38
  gr-total-overflow: 0
  maximum_number_of_pins_on_one_net_before_global_route_repair: 6
  number_of_antenna_violations_at_the_first_check_in_global_routing: 1
  wire_length_of_the_first_global_routing_pass_mm: 5.11
  via_count_of_the_first_global_routing_pass: 1046
floorplan:
  placementRows: 25
  initial_utilization_pct: 15.3
  floorplan.die.height_um: 91
  pin_count: 51
  fp.dieW_um: 91
  total_die_area_sq_mm: 0.00828
  core_area_sq_mm: 0.00482
place:
  dpl.cell_count: 231
  post-dp-hpwl_mm: 2.75
  dp_slack_ns: -0.252
  placed_area_sq_mm: 0.00143
  place.port_buffers: 50
  gp_routability_congestion: 0.905
job:
  openroad.warnings: 33
  max_cap_violations: 0
run_status:
  status: "completed"
pwr:
  total_leakage_power_nw: 0.605
  max-vdd-ir-drop_uv: 60.3
  power_density_relative_to_cell_area_mw_per_mm2: 125
  fin_total_pwr_uw: 188
min_path:
  worstHoldPathType: "input port to output port"
  hold_path.startpoint: "RegWriteW"
stage by stage:
| stage | setup TNS [ns] | hold WS, ns |
|---|---|---|
| after detailed placement | -1.14 | 2.14 |
| after global placement | -1.11 | 2.15 |
| after floorplan | 0 | 1.26 |
| after CTS | 0 | 1.98 |
| after global routing | -0.00249 | 1.88 |
| final | 0 | 1.83 |
what timing repair did:
| action | in CTS | in global routing |
|---|---|---|
| gates resized | 19 | 16 |
| setup buffers | 1 | 1 |
| setup endpoints to repair | 8 | 5 |
| hold buffers | 0 | 0 |
| pin swaps | 9 | 3 |
per-layer routing:
layer | up-vias | global-route usage, % | wire, um
met5 | - | 0 | 0
met4 | 0 | 0 | 0
met3 | 0 | 2.66 | 280
met2 | 34 | 11.2 | 1350
met1 | 392 | 10.4 | 1530
li1 | 479 | - | -
power breakdown:
part           internal (mW)  switching (mW)  leakage, nW    total [mW]
clock           0.0000000446               0   0.00000634  0.0000000446
combinational          0.111          0.0766        0.605         0.188
sequential                 0               0            0             0
total                  0.111          0.0766        0.605         0.188
final cells by class:
type,count,share of cell area [%]
Multi-Input combinational cell,91,48.8
Tap cell,67,5.56
Timing Repair Buffer,75,45.5
Antenna cell,1,0.166
cell usage in the layout, fill, tap and decap left out, types with 4 or more instances in the layout:
cell              n
buf_4            24
clkdlybuf4s50_1  31
dlygate4sd2_1    12
dlymetal6s2s_1    6
nand3_1           6
nand4_1           4
nor3_1            5
xnor2_1          27
xor2_1           22
logic make-up after synthesis:
| kind of cell | count (synthesis) |
|---|---|
| XOR/XNOR | 50 |
| AND/OR/NAND/NOR | 33 |
| buffers and inverters | 12 |
| AND-OR/OR-AND | 8 |
worst paths after layout:
path / endpoint / slack (ns) / depth (start not counted)
worst max-delay path: StallD / 0.05 / 6
worst min-delay path: ForwardBE[0] / 1.83 / 4
No activity file was given, so power comes from the tool's default toggle rates.
