===== /design/flow/design.v =====
module Main_Decoder #(parameter width =6)
(
input      [width-1:0] opcode,
output reg             jump,
output reg             memtoreg,
output reg             memwrite,
output reg             branch,
output reg             alusrc,
output reg             regdst,
output reg             regwrite,
output reg [1:0]       aluop
);
always @(*)
begin
 case(opcode)
   6'b000000:begin
      jump    =1'b0;    
      memtoreg=1'b0;
      memwrite=1'b0;
      branch  =1'b0;
      alusrc  =1'b0;
      regdst  =1'b1;
      regwrite=1'b1;
      aluop   =2'b10;
             end
   6'b000010:begin
      jump    =1'b1;    
      memtoreg=1'b0;
      memwrite=1'b0;
      branch  =1'b0;
      alusrc  =1'b0;
      regdst  =1'b0;
      regwrite=1'b0;
      aluop   =2'b0;
             end
   6'b000100:begin
      jump    =1'b0;    
      memtoreg=1'b0;
      memwrite=1'b0;
      branch  =1'b1;
      alusrc  =1'b0;
      regdst  =1'b0;
      regwrite=1'b0;
      aluop   =2'b01;
             end
   6'b001000:begin
      jump    =1'b0;    
      memtoreg=1'b0;
      memwrite=1'b0;
      branch  =1'b0;
      alusrc  =1'b1;
      regdst  =1'b0;
      regwrite=1'b1;
      aluop   =2'b0;
             end
   6'b100011:begin
      jump    =1'b0;    
      memtoreg=1'b1;
      memwrite=1'b0;
      branch  =1'b0;
      alusrc  =1'b1;
      regdst  =1'b0;
      regwrite=1'b1;
      aluop   =2'b0;
             end
   6'b101011:begin
      jump    =1'b0;    
      memtoreg=1'b1;
      memwrite=1'b1;
      branch  =1'b0;
      alusrc  =1'b1;
      regdst  =1'b0;
      regwrite=1'b0;
      aluop   =2'b0;
             end
   default  :begin
      jump    =1'b0;    
      memtoreg=1'b0;
      memwrite=1'b0;
      branch  =1'b0;
      alusrc  =1'b0;
      regdst  =1'b0;
      regwrite=1'b0;
      aluop   =2'b0;
             end
 endcase
end
endmodule

===== /design/flow/run.sh =====
#!/bin/bash
# OpenROAD 26Q1-2900-gdf79404cd8, Yosys 0.63+post, stock flow scripts
make -C /OpenROAD-flow-scripts/flow DESIGN_CONFIG=/design/flow/config.mk WORK_HOME=/design/flow/orfs finish

===== /design/flow/config.mk =====
export PLATFORM = sky130hd
export DESIGN_NAME = Main_Decoder
export DESIGN_NICKNAME = Main_Decoder
export VERILOG_FILES = /design/flow/design.v
export SDC_FILE = /design/flow/constraint.sdc
export NUM_CORES = 4
export LEC_CHECK = 1
export CORE_AREA = 10 10 70 70
export DIE_AREA = 0 0 80 80

===== /design/flow/constraint.sdc =====
current_design Main_Decoder

set clk_period 2.0
set clk_io_pct 0.2

create_clock -name clk0 -period $clk_period

set non_clock_inputs [all_inputs -no_clocks]
set_input_delay [expr $clk_period * $clk_io_pct] -clock clk0 $non_clock_inputs
set_output_delay [expr $clk_period * $clk_io_pct] -clock clk0 [all_outputs]

==> flow_metrics.env <==
# source this file to load flow results
export IMPL_finalSetupTns_ps=0
export IMPL_grt_first_pass_wirelength_microns=1221
export IMPL_die_h_microns=80
export IMPL_flop_area_sq_um=0
export IMPL_setup_ws_ps=59.22
export IMPL_routabilityCongestion=0.7461
export IMPL_log_warnings=32
export IMPL_area_growth_synth_to_final_pct=286.0
export IMPL_timing_fmax_mhz=515.3
export IMPL_synth_cells_most_frequent="sky130_fd_sc_hd__nor4_1 (3), sky130_fd_sc_hd__or3_1 (2)"
export IMPL_routed_via_count=228
export IMPL_drive_gt1_frac=0.7000
export IMPL_timing_critical_path_required_ps=1600
export IMPL_number_of_placed_instances_with_taps_included=82
export IMPL_critical_path_peak_fanout=5
export IMPL_ys_cells=16
export IMPL_nClkBuffers=0
export IMPL_chip_area_sq_um=6400
export IMPL_period_used=0.9704
export IMPL_yosysWarningCount=1
export IMPL_drv_slew=0
export IMPL_fin_total_pwr_uw=52.07
export IMPL_syn_avg_cell_area_sq_um=6.725
export IMPL_gr_total_overflow=0
export IMPL_maxCapViolCount=0
export IMPL_critPathArrivalTime_ps=1540
export IMPL_synthesis_area_sq_um=107.6
export IMPL_routed_via_density=2.651
export IMPL_power_density_nw_per_um2=125.4
export IMPL_power_leakage_nw=0.1672
export IMPL_pin_count=15
export IMPL_drc=0
export IMPL_detail_route_first_pass_iterations=2
export IMPL_layoutNonFillerInstCount=86
export IMPL_port_buffers=15
export IMPL_ir_drop_v=0.00001482
export IMPL_final_hold_violation_count=0
export IMPL_dp_worst_setup_slack_ps=-525.6
export IMPL_floorplan_initialDensity=0.03150
export IMPL_critical_path_class="in -> out"
export IMPL_design_area_sq_um=415.4
export IMPL_critical_path_start="opcode[4]"
export IMPL_cp_endpoint="memwrite"
export IMPL_place_area_sq_um=352.8
export IMPL_netlist_area_leader_share=0.1744
export IMPL_antenna_found_initial=0
export IMPL_synth_top_cell_by_count="sky130_fd_sc_hd__nor4_1"
export IMPL_yosys_area_sq_um=107.6
export IMPL_synthesized_instance_count=16
export IMPL_worst_setup_path_end_kind="output pin"
export IMPL_yosysUniqueCellTypes=13
export IMPL_route_antenna_remaining_nets=0
export IMPL_synth_sequential_area_ratio=0
export IMPL_detail_route_wl_per_cell_microns=8.349
export IMPL_max_slew_margin_rel=0.8589
export IMPL_timing_worst_slew_pin_value_ps=209.9
export IMPL_hpwl_microns=577.8
export IMPL_run_status="completed"
export IMPL_critPathLaunchType="input port"
export IMPL_global_route_usage_total=0.02240
export IMPL_hp_class="in -> out"
export IMPL_flops=0
export IMPL_wirelength_microns=718
export IMPL_area_leaders="sky130_fd_sc_hd__nor4_1 (17%), sky130_fd_sc_hd__nor4b_2 (14%), sky130_fd_sc_hd__or3_1 (12%)"
export IMPL_core_sq_um=3416
export IMPL_final_setup_viol_count=0
export IMPL_floorplan_rows=21
export IMPL_initialDrtViolationCount=1
export IMPL_synth_area_leader_cell="sky130_fd_sc_hd__nor4_1"
export IMPL_detail_route_antenna_diodes=0
export IMPL_hold_worst_slack_ps=1213
export IMPL_largest_net_degree_at_the_start_of_global_routing=7
export IMPL_layout_utilization=0.1216
export IMPL_grt_pass1_vias=234
export IMPL_crit_path_time_final_ps=1941
export IMPL_num_fill_cells=395
export IMPL_dieWidth_microns=80
critical path, cell delays in order:
cell and delay, ps:
sky130_fd_sc_hd__clkdlybuf4s15_2 230, sky130_fd_sc_hd__or2_4 280, sky130_fd_sc_hd__nor3_2 140, sky130_fd_sc_hd__clkdlybuf4s50_1 480
repair_timing:
action | in CTS | in global routing
endpoints found under the hold margin | 0 | 0
gates resized | 38 | 4
buffers inserted | 2 | 2
pin swaps | 4 | 2
setup endpoints to repair | 9 | 2
hold buffers | 0 | 0
power breakdown:
part           total [mW]  internal [mW]  leakage [nW]  switching (mW)
Combinational      0.0521         0.0302         0.167          0.0218
Clock                   0              0             0               0
Sequential              0              0             0               0
cell type report:
class | count | area (sq um) | area share
repair buffers | 25 | 200.2 | 0.4819
multi-input cells | 14 | 153.9 | 0.3705
inverters | 1 | 3.754 | 0.009036
well taps | 46 | 57.56 | 0.1386
routing by layer:
layer | global-route usage | vias to the layer above | wire, microns
met2 | 0.03772 | 11 | 316
met1 | 0.02966 | 104 | 323
met3 | 0.005682 | 0 | 78
met4 | 0 | 0 | 0
li1 | - | 113 | -
met5 | 0 | - | 0
kinds of logic after synthesis:
group / Yosys count / synth area share
AOI/OAI and AO/OA: 2 / 0.1046
buffers and inverters: 2 / 0.1046
and+or+nand+nor: 12 / 0.7906
worst min-delay path by stage:
stage	from	endpoint	slack (ps)	cells after the start
CTS	opcode[2]	regdst	1220	3
global route	opcode[4]	aluop[0]	1240	3
finish	opcode[2]	aluop[1]	1210	3
layout by cell type (no fill, tap or decap), drive strengths merged:
cell / synthesis / routed
or2: 1 / 1
clkdlybuf4s15: 0 / 3
clkdlybuf4s50: 0 / 2
or4b: 1 / 1
inv: 1 / 1
nor4: 3 / 3
nand3: 1 / 1
or3: 2 / 2
o22ai: 1 / 1
a21oi: 1 / 1
and3: 1 / 1
nor2: 1 / 1
dlygate4sd2: 0 / 4
nor4b: 1 / 1
buf: 1 / 16
nor3: 1 / 1
Power is estimated from default activity; no workload was simulated.
